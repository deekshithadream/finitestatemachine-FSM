===== design/flow/run.sh =====
#!/bin/bash
# OpenROAD 26Q1-2900-gdf79404cd8, Yosys 0.63+post, stock flow scripts
make -C /OpenROAD-flow-scripts/flow DESIGN_CONFIG=/design/flow/config.mk WORK_HOME=/design/flow/orfs finish

===== design/flow/config.mk =====
export PLATFORM = sky130hd
export DESIGN_NAME = seq_gen
export DESIGN_NICKNAME = seq_gen
export VERILOG_FILES = /design/flow/design.v
export SDC_FILE = /design/flow/constraint.sdc
export NUM_CORES = 4
export LEC_CHECK = 1
export CORE_AREA = 10 10 70 70
export DIE_AREA = 0 0 80 80

===== design/flow/constraint.sdc =====
current_design seq_gen

set clk_period 1.8
set clk_io_pct 0.2

create_clock -name clk0 -period $clk_period [get_ports {clk}]

set non_clock_inputs [all_inputs -no_clocks]
set_input_delay [expr $clk_period * $clk_io_pct] -clock clk0 $non_clock_inputs
set_output_delay [expr $clk_period * $clk_io_pct] -clock clk0 [all_outputs]

===== design/flow/design.v =====
module seq_gen( 
    input clk, 
    input reset, 
    output reg [7:0] seq_out 
); 
reg [2:0] state; 
always @(posedge clk) begin 
    if (reset) begin
         state <= 0; 
        seq_out <= 0; 
    end 
    else begin 
        case (state) 
            3'd0: begin 
                seq_out <= 8'b00000001; 
                state <= 3'd1; 
            end 
            3'd1: begin 
                seq_out <= 8'b00000010; 
                state <= 3'd2; 
            end 
            3'd2: begin 
                seq_out <= 8'b00000100; 
                state <= 3'd3; 
            end 
            3'd3: begin 
                seq_out <= 8'b00001000; 
                state <= 3'd0; 
            end 
        endcase 
    end 
end 
endmodule 

==> out/qor.yml <==
slowest_delay_ns: 0.48
clock_latency_ns: 0.25
path_clk_slew_ns: 0.05
syn_area_per_cell_um2: 10.0
p_leak_nw: 0.137
hold_class: "reg2reg"
synth.largest_area_cell: "dfxtp_1"
synth-warning-count: 1
drv_slew: 0
p_seq_frac: 0.553
cts_buffer_depth: 2
overflow: 0
synth_top_flop_cell: "dfxtp_1"
insertedDiodeCount: 0
grt_max_degree: 8
fp_util: 0.0821
numSynthFlops: 8
die_width_um: 80
placementRows: 21
peakVddDrop_v: 0.000447
yosysTopAreaCellShare: 0.571
grt_pass1_wl_mm: 1.08
ios: 10
switchingPower_uw: 72.0
numClockSinks: 8
min_period_ns: 1.43
yosys_area_um2: 280
dpl.cell_count: 78
drc_errors: 0
tns_ns: 0
most_common_cell: "dfxtp_1"
post_cts_resized: 0
drive_above_1_share: 0.114
cts_root_buf: "clkbuf_4"
routed_wl_um: 581
max-cap-violations: 0
critPathArrivalTime_ns: 1.07
synth_cell_types: 10
die_h_um: 80
cts_hold_buf: 0
crit_chain: "clkdlybuf4s50_1"
antenna_left: 0
finalHoldViolCount: 0
gr-usage-met1: 0.0256
place.gp.congestion: 0.699
htree_levels: 1
port-buffer-count: 5
cts_buffers: 3
dieArea_um2: 6400
top_usage_layer: "met2"
track_usage: 0.0212
power_density_nw_per_um2: 889
p_int_uw: 276
combPwrFrac: 0.062
dr.pass1.iters: 4
fin_crit_sh: 0.793
crit_required_ns: 1.44
fin_util: 0.115
ys_cells: 28
met3_usage: 0.0205
vias_per_cell: 2.37
p_clk_frac: 0.385
syn_area_um2: 280
clock_skew_ns: 0.00160
syn_inst: 28
path_delay_family: "buffers and inverters"
synth_seq_share: 0.571
vias: 192
swShare: 0.207
postCtsSetupBuffers: 0
rsz0062_at_grt: "false"
antenna_found_initial: 0
stdcell_count: 81
area_delta_synth_final_pct: 39.7
met2_usage: 0.0265
worst_setup_path_start_kind: "register"
slowest_stage: "clkdlybuf4s50_1"
crit_type: "reg2out"
crit_buf_inv: 1
drt_iter0_markers: 2
cts_tree: "yes"
edf_count: 0
hpwl_um: 451
endpoint_kind: "output pin"
nFillCells: 407
fmax_mhz: 700
worstPathMaxFanout: 2
post_drt_wl_per_cell_um: 7.17
core-area_um2: 3420
async_flop_share: 0
top_cells_by_area: "dfxtp_1, or4b_1, buf_4"
tool_warnings: 25
top_cells_by_count: "dfxtp_1, buf_4"
final-setup-viol-count: 0
grt_pass1_vias: 231
status: "completed"
power groups by stage:
stage,Sequential (mW),Clock (mW),Combinational (mW)
4_1_cts,0.193,0.138,0.0227
5_1_grt,0.194,0.158,0.0253
6_report,0.193,0.134,0.0217
worst reg2reg max path: cells and delay by family, from the launching register on:
kind	cells	cell delay (ns)
AND/OR/NAND/NOR	1	0.53
AND-OR/OR-AND	1	0.15
flip-flops	1	0.33
sequential cells by signal (all words and copies together) (netlist names):
signal and flops:
seq_out 4, state 4
cells by family after synthesis:
family,count (synthesis),synth area share
buffers and inverters,7,0.147
other,1,0.0134
DFF,8,0.571
and+or+nand+nor,9,0.214
AOI/OAI and AO/OA,3,0.0536
layout by cell type (no fill, tap or decap), drive strengths merged:
| cell | n |
|---|---|
| conb | 4 |
| nor2 | 3 |
| inv | 3 |
| dfxtp | 8 |
| nor2b | 1 |
| nor4 | 1 |
| clkbuf | 3 |
| or2 | 1 |
| a21oi | 3 |
| or4b | 3 |
| clkdlybuf4s50 | 5 |
routing by layer:
metal  share of wire  vias up
li1                -       99
met1            0.53       83
met2            0.33       10
met3            0.14        0
met4               0        0
met5               0        -
worst paths after layout:
path / to / start / slack, ns / cells after the start
worst min register to register: seq_out[3] / state[3] / 0.48 / 2
worst max register to register: seq_out[1] / state[1] / 0.73 / 2
worst min-delay path: seq_out[3] / state[3] / 0.48 / 2
worst max-delay path: seq_out[3] / seq_out[3] / 0.37 / 1
metrics by stage:
step | setup WS (ns) | hold WS, ns | power (mW) | instance area (µm²)
floorplan | 0.800 | 0.426 | 0.208 | 292
global placement | 0.323 | 0.458 | 0.217 | 369
detailed placement | 0.255 | 0.469 | 0.219 | 369
CTS | 0.354 | 0.478 | 0.354 | 392
global route | 0.313 | 0.508 | 0.377 | 392
finish | 0.372 | 0.477 | 0.348 | 392
cell type report:
| cell class | instances | area (µm²) | share of cell area |
|---|---|---|---|
| well taps | 46 | 57.6 | 0.147 |
| multi-input cells | 16 | 90.1 | 0.230 |
| clock buffers | 3 | 22.5 | 0.0575 |
| inverters | 3 | 11.3 | 0.0288 |
| flip-flops and latches | 8 | 160 | 0.409 |
| repair buffers | 5 | 50.0 | 0.128 |
Power figures rest on the tool's default switching activity, not on a simulated workload.
